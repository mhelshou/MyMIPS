==> design.v <==
module RAM(Addr, Data, Read, Write, OE);
input   [31:0] Addr;
inout   [31:0] Data;
input	Read, Write, OE;
reg     [31:0] ramcells[0:1023];        
reg     [31:0] dataout;
wire    [31:0] datain;
assign  datain = Data;
assign  Data = OE?dataout:32'bZ;
always @ (Read or Addr)
begin
    if (Read == 0)
        dataout <= ramcells[Addr[9:0]];    
end
always @ (posedge Write)
begin
    ramcells[Addr[9:0]] <= datain;
end
endmodule
==> run.sh <==
#!/bin/bash
# OpenROAD 26Q1-2900-gdf79404cd8, Yosys 0.63+post, stock flow scripts
make -C /OpenROAD-flow-scripts/flow DESIGN_CONFIG=/design/flow/config.mk WORK_HOME=/design/flow/orfs finish
==> config.mk <==
export PLATFORM = sky130hd
export DESIGN_NAME = RAM
export DESIGN_NICKNAME = RAM
export VERILOG_FILES = /design/flow/design.v
export SDC_FILE = /design/flow/constraint.sdc
export NUM_CORES = 4
export LEC_CHECK = 1
export CORE_UTILIZATION = 40
export SYNTH_MEMORY_MAX_BITS = 65536
==> constraint.sdc <==
current_design RAM

set clk_period 136.1
set clk_io_pct 0.2

create_clock -name clk0 -period $clk_period [get_ports {Write}]

set non_clock_inputs [all_inputs -no_clocks]
set_input_delay [expr $clk_period * $clk_io_pct] -clock clk0 $non_clock_inputs
set_output_delay [expr $clk_period * $clk_io_pct] -clock clk0 [all_outputs]
==> qor.yml <==
hold_buffers: 0
ys.flop_type: "edfxtp_1"
async_reset_ff_share_pct: 0
unclocked_regs: 32
unconstrained_endpoints: 64
clockRootBuffer: "clkbuf_16"
hpwl_um: 2680000
htree_num_levels: 8
yosysCellCount: 64032
error: "[error] [KeplerFormal.cpp:679] Workflow failed: Iso has multiple drivers: .Data6, place8289.X0"
ios: 67
rows: 648
place.gp.congestion: 1.01
ys_sh_xor_pct: 0
fp_util_pct: 40.1
cts_setup_buffers: 0
syn_inst: 64032
status: "stopped before the end"
synth-area-yosys_sq_um: 1250000
mux_share_pct: 13.8
aoi_share_pct: 4.05
portBuffers: 11
ys_seq_elements: 32800
fp.dieW_um: 1770
netlist_area_sq_um: 1250000
synthAdderAreaFrac_pct: 0
die_h_um: 1770
yosysUniqueCellTypes: 64
stop_stage: "clock tree synthesis"
post_dp_cell_area_sq_um: 1320000
cts_resized: 0
logic_family: "multiplexers"
syn_avg_cell_area_sq_um: 19.5
cts_buffers: 3194
ys_warn_count: 2
synth-edff-count: 32768
cts_buffer_depth: 6
synth-simple-area-share_pct: 1.90
==> stage by stage <==
stage / worst slack, ns / std cells / hold slack [ns]
floorplan: 105.20 / 64032 / 28.07
detailed placement: 103.26 / 105342 / 27.44
global placement: 103.28 / 105337 / 28.29
==> kinds of logic after synthesis <==
kind of cell           Yosys count
buffers and inverters         3865
AND-OR/OR-AND                 7780
flip-flops                   32768
multiplexers                 14628
latches                         32
AND/OR/NAND/NOR               4959
==> synth_stat cells, drive strengths merged (139+ instances only) <==
library cell | instances | area (sq um)
o22ai | 4889 | 30600
nor3 | 199 | 996
a221oi | 273 | 2390
nor4 | 1181 | 7390
mux2 | 314 | 3540
nand3 | 376 | 1880
edfxtp | 32768 | 984000
o21ai | 587 | 2940
mux4 | 2020 | 45500
buf | 2066 | 10100
o221ai | 361 | 3160
a21oi | 477 | 2390
nand4 | 223 | 1400
clkbuf | 1796 | 6740
nor2 | 1811 | 6800
nand2 | 942 | 3540
a22oi | 790 | 5930
a31oi | 139 | 870
mux2i | 12294 | 123000
